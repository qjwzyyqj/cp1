===== flow/design.v =====
module mem_rw_controller(
i_clk,
i_reset,
i_wr_req,
i_wr_data,
i_wr_valid,
o_wr_done,
i_rd_req,
o_rd_data,
o_rd_valid,
i_rd_done,
i_addr,
o_ack,
i_num_b
);
input 		i_clk;
input 		i_reset;
input 		i_wr_req;
input 	[7:0]	i_wr_data;
input 		i_wr_valid;
output 		o_wr_done;
input 		i_rd_req;
output 	[7:0]	o_rd_data;
output 		o_rd_valid;
input 		i_rd_done;
input	[5:0]	i_addr;
output		o_ack;
input 	[3:0]	i_num_b;
parameter	ST_IDLE = 3'd0;
parameter	ST_WRST = 3'd1;
parameter	ST_WRCT = 3'd2;
parameter	ST_RDST = 3'd3;
parameter	ST_RDCT = 3'd4;
reg	[3:0]	r_num_b;
reg	[3:0]	r_rw_b;
reg	[1:0]	r_rd_ptr;
reg	[1:0]	r_wr_ptr;
reg	[2:0]	r_state;
reg	[2:0]	w_nxt_state;
reg	[7:0]	mem	[5:0];
wire		w_st_idle = r_state == ST_IDLE;
wire		w_st_wrst = r_state == ST_WRST;
wire		w_st_wrct = r_state == ST_WRCT;
wire		w_st_rdst = r_state == ST_RDST;
wire		w_st_rdct = r_state == ST_RDCT;
wire		w_rw_comp = (r_rw_b == r_num_b - 1) & (w_st_wrct | w_st_rdct);
always@(*) begin
	if(~i_reset)
		w_nxt_state = ST_IDLE;
	else if(w_st_idle)
		if(i_wr_req)
			w_nxt_state = ST_WRST;
		else if(i_rd_req)
			w_nxt_state = ST_RDST;
	      	else
			w_nxt_state = ST_IDLE;	
	else if(w_st_wrst)
		if(i_wr_valid)
			w_nxt_state = ST_WRCT;
		else
			w_nxt_state = ST_WRST;
	else if(w_st_wrct)
		if(~w_rw_comp)
			w_nxt_state = ST_WRCT;
		else if(i_wr_req)
			w_nxt_state = ST_WRST;
		else if(i_rd_req)
			w_nxt_state = ST_RDST;
		else
			w_nxt_state = ST_IDLE;
	else if(w_st_rdst)
		w_nxt_state = ST_RDCT;
	else if(w_st_rdct)
		if(~w_rw_comp)
			w_nxt_state = ST_RDCT;
		else if(i_wr_req)
			w_nxt_state = ST_WRST;
		else if(i_rd_req)
			w_nxt_state = ST_RDST;
		else
			w_nxt_state = ST_IDLE;
	else
		w_nxt_state = ST_IDLE;	
end
wire		w_rd_step = o_rd_valid & i_rd_done & ~(r_rw_b == r_num_b);
wire		w_wr_step = i_wr_valid & o_wr_done & ~(r_rw_b == r_num_b);
always@(posedge i_clk or negedge i_reset) begin
	if(~i_reset)
		r_rw_b <= 4'b0;
	else if(w_rd_step | w_wr_step)
		r_rw_b <= r_rw_b + 1;
	else if(w_st_rdct | w_st_wrct)
		r_rw_b <= r_rw_b;
	else
		r_rw_b <= 4'b0;
end
always@(posedge i_clk or negedge i_reset) begin
	if(~i_reset)
		r_num_b <= 4'b0;
	else if(w_st_rdst | w_st_wrst)
		r_num_b <= i_num_b;
	else
		r_num_b <= r_num_b;
end
always@(posedge i_clk) begin
	r_state <= w_nxt_state;
end
always@(posedge i_clk) begin
	if(i_wr_valid & w_st_wrct & ~w_rw_comp)
		mem[i_addr] <= i_wr_data;
end	
assign o_rd_data = mem[i_addr];
reg		o_rd_valid;
always@(posedge i_clk or negedge i_reset) begin
	if(~i_reset)
		o_rd_valid <= 1'd0;
	else if(w_st_rdct)
		o_rd_valid <= 1'd1;
	else
		o_rd_valid <= 1'd0;
end
reg		o_wr_done;
always@(posedge i_clk or negedge i_reset) begin
	if(~i_reset)
		o_wr_done <= 1'd0;
	else if(i_wr_valid & (w_st_wrct) & ~w_rw_comp)
		o_wr_done <= 1'd1;
	else
		o_wr_done <= 1'd0;
end
reg		o_ack;
always@(posedge i_clk or negedge i_reset) begin
	if(~i_reset)
		o_ack <= 1'd0;
	else if(w_st_wrst | w_st_rdst)
		o_ack <= 1'd1;
	else
		o_ack <= 1'd0;
end
endmodule

===== flow/run.sh =====
#!/bin/bash
# OpenROAD 26Q1-2900-gdf79404cd8, Yosys 0.63+post, stock flow scripts
make -C /OpenROAD-flow-scripts/flow DESIGN_CONFIG=/design/flow/config.mk WORK_HOME=/design/flow/orfs finish

===== flow/config.mk =====
export PLATFORM = sky130hd
export DESIGN_NAME = mem_rw_controller
export DESIGN_NICKNAME = mem_rw_controller
export VERILOG_FILES = /design/flow/design.v
export SDC_FILE = /design/flow/constraint.sdc
export NUM_CORES = 4
export LEC_CHECK = 1
export CORE_UTILIZATION = 40

===== flow/constraint.sdc =====
current_design mem_rw_controller

set clk_period 3.5
set clk_io_pct 0.2

create_clock -name clk0 -period $clk_period [get_ports {i_clk}]

set non_clock_inputs [all_inputs -no_clocks]
set_input_delay [expr $clk_period * $clk_io_pct] -clock clk0 $non_clock_inputs
set_output_delay [expr $clk_period * $clk_io_pct] -clock clk0 [all_outputs]

==> results_slide.txt <==
Run Summary

Die
  – Die H: around 84 um
  – Die area: between 0.007 and 0.008 mm2
  – Die width: 83.7 um
  – Cell row count: 29
  – Fp_density: a little over two fifths
  – Num ports: 35
  – CORE AREA: roughly 0.0064 mm2

Routing
  – Vias post-DR: around 1,700
  – Drt total wl: a little over 5 mm
  – DR WL met3: between 200 and 300 um
  – Max Used Layer: met4
  – Pre-Repair DR Iteration Count: 4
  – Met1 Wirelength: 2.51 mm
  – DRC viols: 0
  – Routed Antenna Nets: 0
  – Vias per std cell: around 5.2
  – N_diodes: 0
  – DRT iter0 DRCs: approximately 110
  – WL met2: between 2 and 2.5 mm
  – DR WL/cell: about 16 um

Job
  – Log Warnings: 28
  – Max Cap Violations: 0

Final timing
  – RSZ-0062 raised after global routing: no
  – Worst-margin pin slew: around 0.66 ns
  – Hold Vio Cnt, Final: 0
  – Max-slew violations: 0
  – Setup_tns: 0 ns
  – Final Skew: ~0.0082 ns
  – Post-layout period usage: 93.0%
  – Final setup violation count: 0
  – Fmax: just over 300 MHz
  – Fin crit period: 3.26 ns
  – Hold WS: between 0.3 and 0.4 ns
  – Worst slew margin: a little under three fifths

GRT
  – Largest net degree at the start of global routing: 18
  – Gr usage total: ~17%
  – Global route overflow: 0
  – Initial antenna violation count: 0
  – Vias in the first global route: 1,644
  – First-pass GRT wire length: between 8 and 9 mm

Synthesis
  – Main flop type: edfxtp_1
  – Ys flops: between 60 and 70
  – Sequential fraction of the synthesis area: 68.0%
  – Most frequent cell after synthesis: edfxtp_1
  – Cells after synthesis: 192
  – Number of synthesized flops with an enable pin: approximately 48
  – Post-synth area hogs: edfxtp_1 54%, dfrtp_1 10%, dfxtp_1 3.7%, mux2i_1 3.0%, xor2_2 2.4%
  – Area leader, netlist: edfxtp_1
  – Synth unique cells: ~40
  – Yosys cell count: 192
  – Synth warnings: 1
  – Syn Area/Cell: 13.9 um2
  – Asr flop ratio synth: between 10% and 20%
  – Top cells by count, synth: 48 x edfxtp_1, 15 x nand2_1, 14 x nor2_1, 11 x dfrtp_1
  – Area figure in the yosys stat output: ~0.0027 mm2
  – Max-area cell share: ~54%
  – Mapped Area: approximately 0.0027 mm2

Placed design
  – PortBufs: 31
  – Hpwl dp: roughly 3.6 mm
  – RD Place Congestion: approximately 0.8

Setup path
  – Worst-path maximum fanout: 5
  – Req. time, crit path: approximately 2.8 ns
  – Reg2reg setup slack: 0.96 ns
  – Startpoint Class: primary input
  – Critical path class: primary input to output pin
  – Worst EP arrival: about 2.6 ns
  – Worst Setup End Kind: output pin

Final layout
  – Syn-to-layout area delta: 25.1%
  – Share of layout cells above drive strength 1: ~15%

Pwr
  – VDD IR max: between 0.0002 and 0.0003 V
  – Leakage: between 1 and 1.5 nW
  – PwrDens: 488 mW/mm2

Hold path
  – Hold crit path type: register to register

Clock network
  – Htree depth: 3
  – TritonCTS Buffers: 9
  – Hold-fix buffers, CTS: 0
  – Latency at later pin: 0.33 ns
  – Clock transition at the registers of the reported paths: 0.06 ns
  – Cts repair resizes: 0
  – CTS Sinks: between 60 and 70
  – Root buf cell: clkbuf_8
  – CTS Buffer Depth: 2
  – Post-CTS setup buffer count: 0
  – CTS tree: done

Run status
  – Status: completed
==> worst paths after layout <==
| kind | to | start | depth (start not counted) |
|---|---|---|---|
| max | o_rd_data[1] | i_addr[1] | 5 |
| min | o_rd_valid | r_state[1] | 0 |
| max reg2reg | mem[4][2] | r_num_b[0] | 7 |
| min reg2reg | o_rd_valid | r_state[1] | 0 |
| max in group asynchronous | o_wr_done | i_reset | 1 |
| min in group asynchronous | r_rw_b[0] | i_reset | 1 |
==> critical path, stage by stage <==
cell             delay (ns)
clkdlybuf4s50_1        0.57
nor2b_1                0.41
a22oi_1                0.13
o221ai_1               0.23
clkdlybuf4s50_1        0.51
==> cell type report <==
cell class / instances / area [um2]
fillers: 546 / 3040
flip-flops and latches: 64 / 1820
clock inverters: 4 / 45.0
well taps: 77 / 96.3
multi-input cells: 114 / 800
inverters: 7 / 26.3
clock buffers: 12 / 135
repair buffers: 46 / 423
==> per-layer routing <==
layer	up-vias	GRT usage, %
li1	835	-
met1	794	28.3
met2	42	23.8
met3	2	4.72
met4	0	2.16
met5	-	0
==> power breakdown <==
group / total (mW) / internal (mW) / switching, mW
combinational: 0.188 / 0.0897 / 0.0984
sequential: 0.855 / 0.835 / 0.0194
clock: 0.587 / 0.326 / 0.260
==> kinds of logic after synthesis <==
group | after synthesis | share of synthesized area (%)
AOI/OAI and AO/OA | 40 | 11.4
xor gates and xnor gates | 7 | 3.42
adders and majority gates | 2 | 0.937
buffers and inverters | 14 | 2.06
DFF | 64 | 68.0
muxes | 10 | 3.84
and+or+nand+nor | 55 | 10.4
==> registers in the layout, indices dropped and copies added (netlist names) <==
register,count
o_wr_done,1
o_ack,1
mem,48
r_rw_b,4
r_state,5
o_rd_valid,1
r_num_b,4
==> cell usage in the layout, fill, tap and decap left out, drive strengths merged, types with 2 or more instances in the layout <==
cell / netlist / routed
o21ai: 5 / 5
o221ai: 7 / 7
inv: 7 / 7
nand2: 15 / 15
mux2: 2 / 2
a22oi: 6 / 6
ha: 2 / 2
buf: 3 / 15
edfxtp: 48 / 48
a31oi: 2 / 2
nand3: 2 / 2
nor2: 14 / 14
nor4: 2 / 2
mux2i: 8 / 8
o31ai: 2 / 2
nand3b: 4 / 4
clkdlybuf4s50: 0 / 31
xor2: 7 / 7
clkinv: 0 / 3
dfxtp: 5 / 5
nor3b: 3 / 3
or3b: 2 / 2
dfrtp: 11 / 11
nor2b: 2 / 2
a221oi: 2 / 2
a21oi: 7 / 7
nor3: 9 / 9
clkbuf: 4 / 12
==> stage by stage <==
stage	power, mW	setup WS (ns)	cells	util (%)	instance area (um2)
final	1.63	0.244	324	52.3	3340
after global routing	1.71	0.128	324	52.3	3340
after CTS	1.65	0.226	324	52.3	3340
after detailed placement	1.06	0.254	308	49.5	3160
after global placement	1.06	0.229	308	49.5	3160
after floorplan	0.977	0.992	192	-	2670
Power figures rest on the tool's default switching activity, not on a simulated workload.
